File: flow/config.mk
export PLATFORM = sky130hd
export DESIGN_NAME = sev_seg_disp_slowed
export DESIGN_NICKNAME = sev_seg_disp_slowed
export VERILOG_FILES = /design/flow/design.v
export SDC_FILE = /design/flow/constraint.sdc
export NUM_CORES = 4
export LEC_CHECK = 1
export CORE_AREA = 10 10 71 71
export DIE_AREA = 0 0 81 81
File: flow/constraint.sdc
current_design sev_seg_disp_slowed

set clk_period 2.3
set clk_io_pct 0.2

create_clock -name clk0 -period $clk_period [get_ports {clk}]

set non_clock_inputs [all_inputs -no_clocks]
set_input_delay [expr $clk_period * $clk_io_pct] -clock clk0 $non_clock_inputs
set_output_delay [expr $clk_period * $clk_io_pct] -clock clk0 [all_outputs]
File: flow/design.v
module runner(input wire clk, output wire [3:0] grounds1, output wire [6:0] display1, output wire [3:0] rowwrite, input wire [3:0] colread, output wire [3:0] grounds2, output wire [6:0] display2);
reg [15:0] memory[0:511];
wire [15:0] din, dout;
wire [11:0] addr_out;
reg [15:0] data_in, data_out, display1_data;
wire mem_wrt;
wire [15:0] keypad_data;
reg [11:0] DEBUG = 12'h111;
localparam  MEM_END = 12'h1ff;
localparam  KEYPAD_ADDR = 12'h710;		
localparam  DISPLAY1_ADDR = 12'h730;
reg [25:0] clk1;
always @(posedge clk)
    clk1<=clk1+1;
bird_CPU cpu(.clk(clk), .data_in(din), .data_out(dout), .addr_out(addr_out), .mem_wrt(mem_wrt));
sev_seg_disp monitor1(.din(display1_data), .grounds(grounds1), .display(display1), .clk(clk));
assign din = data_in;
keypad kp(.rowwrite(rowwrite), .colread(colread), .dataout(keypad_data), .readyclr(addr_out==KEYPAD_ADDR), .a0(addr_out[0]), .clk(clk));
always @*
begin
		if (addr_out<MEM_END)begin
			data_in = memory[addr_out];
		end
      else if ((KEYPAD_ADDR==addr_out)||(12'h711==addr_out))begin
			data_in = keypad_data;
		end
		else begin
			data_in = 16'hbebe;	 
		end
end
always @(posedge clk)
begin
	if(mem_wrt)begin
		if (addr_out<MEM_END)begin
			memory[addr_out]<=dout;
		end
		else if (addr_out==DISPLAY1_ADDR)begin
			display1_data<=dout;
		end
	end
end
initial begin
     $readmemh("RAM", memory);   
	  clk1 = 0;
	  display1_data = 16'hcccc;
	  DEBUG =  12'h222;
end 
endmodule
module bird_CPU(input wire clk, input wire [15:0] data_in, output reg [15:0] data_out, output reg [11:0] addr_out, output wire mem_wrt);
reg [3:0] state;
reg [3:0] next_state;
reg [15:0] regbank[0:7];
wire[15:0] aluin1, aluin2;
reg ZF;
reg [15:0] pc, aluout, ir;
wire zfout;
reg [11:0] debugger;
localparam  FETCH = 4'b0000;
localparam  LDI = 4'b0001;
localparam  LD = 4'b0010;
localparam  ST = 4'b0011;
localparam  JZ = 4'b0100;
localparam  JMP = 4'b0101;
localparam  ALUIMM = 4'b0110;
localparam  ALU = 4'b0111;
localparam  PSH = 4'b1000;
localparam  POP1 = 4'b1001;
localparam  CALL = 4'b1010;
localparam  RET1 = 4'b1011;
localparam  POP2 = 4'b1100;
localparam  RET2 = 4'b1101;
 always @(posedge clk)
    case(state)
        FETCH: 
        begin
            ir<=data_in[11:0];
            pc<=pc+1;
        end
        LDI:
        begin
            regbank[ ir[2:0] ] <= data_in;
            pc<=pc+1;
        end
        LD:
        begin
            regbank[ ir[2:0] ] <= data_in;
        end
        JMP:
        begin
            pc<=ir+pc;
        end
        ALU:
        begin
            regbank[ ir[2:0] ] <= aluout;   
            ZF<=zfout; 
        end
        PSH:
        begin
            regbank[7] <= regbank[7] - 1;  
        end
        POP1:
        begin
            regbank[7] <= regbank[7] + 1;
        end
        POP2:
        begin
            regbank[ir[2:0]]<=data_in;
        end
        CALL:
        begin
            pc<=pc+ir;
            regbank[7] <= regbank[7] - 1;
        end
        RET1:
        begin
            regbank[7] <= regbank[7] + 1;
        end
        RET2:
        begin
            pc<=data_in;
        end
    endcase
always@*
	case(state)
		FETCH:	
		begin
			next_state = data_in[15:12];
		end
		JZ:		
		begin
			if(ZF)
				next_state = JMP;
			else
				next_state = FETCH;
		end
		POP1:
		begin
			next_state = POP2;
		end
		RET1:
		begin
			next_state = RET2;
		end
		default	next_state = FETCH;
	endcase
always @(posedge clk)
	state <= next_state;
always @*
		case(state)	 
			ST:
			begin
				data_out=regbank[ir[5:3]];
			end
			PSH:
			begin
				data_out=regbank[ir[5:3]]; 
			end
			CALL:
			begin
				data_out=pc;
			end
			default:	data_out=0;
		endcase
always @*
		case(state)
			LD:
			begin
				addr_out = regbank[ir[8:6]][11:0];
			end
			ST:
			begin
				addr_out = regbank[ir[8:6]][11:0];
			end
			POP2:
			begin
				addr_out = regbank[7][11:0];
			end
			RET2:
			begin
				addr_out = regbank[7][11:0];
			end
			default:
			begin	
			addr_out = pc;
			end
		endcase	 
assign mem_wrt = ((state == ST));
assign zfout = ~|aluout;
assign aluin1 = regbank[ir[5:3]];
assign aluin2 = regbank[ir[8:6]];
 always@*
		case(ir[11:9])
			3'h0:	aluout = aluin1 + aluin2;
			3'h1:	aluout = aluin1 - aluin2;
			3'h2: aluout = aluin1 & aluin2;
			3'h3: aluout = aluin1 | aluin2;
			3'h4: aluout = aluin1 ^ aluin2;
			3'h5: aluout = 0;
			3'h6: aluout = 0;
			3'h7:
			begin
				case(ir[8:6])
					3'h0: aluout = ~aluin1;
					3'h1: aluout = aluin1;
					3'h2: aluout = aluin1 + 16'h0001;
					3'h3: aluout = aluin1 - 16'h0001;
					default: aluout = 0;
				endcase
			end
		endcase
 initial begin
     state = FETCH;
 end 
 endmodule
module sev_seg_disp_slowed( din, grounds, display, clk);
input wire [15:0] din;
output reg [3:0] grounds;
output reg [6:0] display;
input clk; 
reg [3:0] data [3:0] ;  
reg [1:0] count;        
always @(posedge clk)begin
	grounds<={grounds[2:0],grounds[3]};
   count<=count+1;
end
always @(*)
    case(data[count])
        0:display=~(7'b1111110); 	 
        1:display=~(7'b0110000);		 
        2:display=~(7'b1101101);
        3:display=~(7'b1111001);
        4:display=~(7'b0110011);
        5:display=~(7'b1011011);
        6:display=~(7'b1011111);
        7:display=~(7'b1110000);
        8:display=~(7'b1111111);
        9:display=~(7'b1111011);
        'ha:display=~(7'b1110111);
        'hb:display=~(7'b0011111);
        'hc:display=~(7'b1001110);
        'hd:display=~(7'b0111101);
        'he:display=~(7'b1001111);
        'hf:display=~(7'b1000111);
        default display=~(7'b1111111);
    endcase
  always @*
    begin
    data[0]=din[15:12];
    data[1]=din[11:8];
    data[2]=din[7:4];
    data[3]=din[3:0];
    end
initial begin
    data[0]=4'h1;
    data[1]=4'h9;
    data[2]=4'ha;
    data[3]=4'hc;
    count = 2'b0;
    grounds=4'b0001;
end
endmodule
module sev_seg_disp( din, grounds, display, clk);
input wire [15:0] din;
output reg [3:0] grounds;
output reg [6:0] display;
input clk; 
reg [3:0] data [3:0] ;  
reg [1:0] count;        
reg [25:0] clk1;
always @(posedge clk1[15])  
begin
    grounds<={grounds[2:0],grounds[3]};
    count<=count+1;
end
always @(posedge clk)
    clk1<=clk1+1;
always @(*)
    case(data[count])
        0:display=~(7'b1111110); 	 
        1:display=~(7'b0110000);		 
        2:display=~(7'b1101101);
        3:display=~(7'b1111001);
        4:display=~(7'b0110011);
        5:display=~(7'b1011011);
        6:display=~(7'b1011111);
        7:display=~(7'b1110000);
        8:display=~(7'b1111111);
        9:display=~(7'b1111011);
        'ha:display=~(7'b1110111);
        'hb:display=~(7'b0011111);
        'hc:display=~(7'b1001110);
        'hd:display=~(7'b0111101);
        'he:display=~(7'b1001111);
        'hf:display=~(7'b1000111);
        default display=~(7'b1111111);
    endcase
  always @*
    begin
    data[0]=din[15:12];
    data[1]=din[11:8];
    data[2]=din[7:4];
    data[3]=din[3:0];
    end
initial begin
    data[0]=4'h1;
    data[1]=4'h9;
    data[2]=4'ha;
    data[3]=4'hc;
    count = 2'b0;
    grounds=4'b0001;
    clk1=0;
end
endmodule
module keypad(rowwrite, colread, dataout, readyclr, a0, clk);
	output reg [3:0] rowwrite;
	input wire [3:0] colread;
	output reg [15:0] dataout;
	input wire readyclr;
	input wire a0;
	input wire clk;
	reg [4:0] keyread;
	reg rowpressed;
	reg [3:0] rows;
	wire keypadpressed;
	reg [41:0] stable;
	wire stablefor21scans;
	reg [25:0] clk1;
	reg [4:0] data;
	reg [1:0] readytemp_acc;
	reg ready;
	always @(posedge clk)
		clk1 <= clk1+1;				 
	always @(posedge clk1[14])
		rowwrite <= {rowwrite[2:0], rowwrite[3]};
	always @(*)
	begin
		if(rowwrite == 4'b1110 && colread == 4'b1110)
		begin
			keyread = 5'h1;
			rowpressed = 1'b1;
		end
		else if(rowwrite == 4'b1110 && colread == 4'b1101)
		begin
			keyread = 5'h2;
			rowpressed = 1'b1;
		end
		else if(rowwrite == 4'b1110 && colread == 4'b1011)
		begin
			keyread = 5'h3;
			rowpressed = 1'b1;
		end
		else if(rowwrite == 4'b1110 && colread == 4'b0111)
		begin
			keyread = 5'ha;
			rowpressed = 1'b1;
		end
		else if(rowwrite == 4'b1101 && colread == 4'b1110)
		begin
			keyread = 5'h4;
			rowpressed = 1'b1;
		end
		else if(rowwrite == 4'b1101 && colread == 4'b1101)
		begin
			keyread = 5'h5;
			rowpressed = 1'b1;
		end
		else if(rowwrite == 4'b1101 && colread == 4'b1011)
		begin
			keyread = 5'h6;
			rowpressed = 1'b1;
		end
		else if(rowwrite == 4'b1101 && colread == 4'b0111)
		begin
			keyread = 5'hb;
			rowpressed = 1'b1;
		end
		else if(rowwrite == 4'b1011 && colread == 4'b1110)
		begin
			keyread = 5'h7;
			rowpressed = 1'b1;
		end
		else if(rowwrite == 4'b1011 && colread == 4'b1101)
		begin
			keyread = 5'h8;
			rowpressed = 1'b1;
		end
		else if(rowwrite == 4'b1011 && colread == 4'b1011)
		begin
			keyread = 5'h9;
			rowpressed = 1'b1;
		end
		else if(rowwrite == 4'b1011 && colread == 4'b0111)
		begin
			keyread = 5'hc;
			rowpressed = 1'b1;
		end
		else if(rowwrite == 4'b0111 && colread == 4'b1110)
		begin
			keyread = 5'he;	 
			rowpressed = 1'b1;
		end
		else if(rowwrite == 4'b0111 && colread == 4'b1101)
		begin
			keyread = 5'h0;
			rowpressed = 1'b1;
		end
		else if(rowwrite == 4'b0111 && colread == 4'b1011)
		begin
			keyread = 5'hf;	 
			rowpressed = 1'b1;
		end
		else if(rowwrite == 4'b0111 && colread == 4'b0111)
		begin
			keyread = 5'hd;
			rowpressed = 1'b1;
		end
		else
		begin
			keyread = 5'h10;  
			rowpressed = 1'b0;
		end
	end
	always @(posedge clk1[14])
	begin
		rows <= {rows[2:0], rowpressed};
		if (rowpressed == 1'b1)
			data <= keyread;
	end
	assign keypadpressed =| rows;	 
	always @(posedge clk1[14])
		stable <= {stable[40:0], keypadpressed};	 
	assign stablefor21scans = &stable;
	always @(posedge clk)
	begin
		readytemp_acc <= {readytemp_acc[0], stablefor21scans};
		if(!readytemp_acc[1] && readytemp_acc[0])
			ready <= 1;
		else if(readyclr)
			ready <= 0;
	end
	always @(*)
	begin
		if(!a0)
			dataout <= {11'b0, data};
		else
			dataout <= {13'b0, ready, 2'b0};
	end
	initial begin
		rowwrite = 4'b0111;
		ready = 1'b0;
	end
endmodule	
File: flow/RAM
1007
012f
21c7
1001
0131
2041
1006
0000
3070
1003
0132
1005
0000
1000
0130
2000
7e80
2002
7e52
4ff9
7ec0
2002
1004
0010
72a4
4ff3
1004
013a
2104
72a4
40b2
1004
013b
2104
72a4
40bd
1004
013c
2104
72a4
40c8
1004
013d
2104
72a4
40eb
1003
0132
1004
0137
2104
711b
30d0
1003
0137
20c4
1003
0000
731b
400c
1003
0001
731b
4014
1003
0002
731b
4028
1003
0003
731b
4049
1004
0132
2104
1005
0000
712d
1004
0137
2103
7e9b
3118
5070
1004
0132
2104
1003
0010
1005
0000
7e64
4004
70ed
7ee4
4001
5ffc
1004
0132
7ea4
2104
712d
1003
0137
20c4
7ea4
30e0
5058
1004
0132
2104
1003
0100
1005
0000
7e64
4004
70ed
7ee4
4001
5ffc
1004
0132
7ea4
2104
1003
0010
7e64
4004
70ed
7ee4
4001
5ffc
1004
0132
7ea4
7ea4
2104
712d
1003
0137
20c4
7ea4
30e0
5033
1004
0132
2104
1003
1000
1005
0000
7e64
4004
70ed
7ee4
4001
5ffc
1004
0132
7ea4
2104
1003
0100
7e64
4004
70ed
7ee4
4001
5ffc
1004
0132
7ea4
7ea4
2104
1003
0010
7e64
4004
70ed
7ee4
4001
5ffc
1004
0132
7ea4
7ea4
7ea4
2104
712d
1003
0137
20c4
7ea4
30e0
5000
3068
7e74
7136
7136
7136
7136
7136
7136
7136
7136
7136
70b6
5f3c
1003
0138
30f0
1003
0139
1004
0001
30e0
1005
0000
7e6e
1002
0137
30a8
3068
5f2c
1003
0138
30f0
1003
0139
1004
0002
30e0
1005
0000
7e6e
1002
0137
30a8
3068
5f1c
1003
0138
20c3
1004
0139
2104
1005
0001
732d
4004
1005
0002
732d
4003
719d
3068
5003
739d
3068
5000
1003
0000
1002
0137
3098
1002
0138
3098
1002
0139
3098
1002
0000
1004
0000
1005
0000
1006
0000
5ef4
1003
0000
3058
1002
0137
3098
1002
0138
3098
1002
0139
3098
1002
0000
1004
0000
1005
0000
1006
0000
5edf
5fff
0170
0710
0730
000f
0000
0100
0000
793860
0000
0000
0000
000a
000b
000e
000f
0000
0000
0000
0000
0000
0000
0000
0000
0000
0000
0000
0000
0000
0000
0000
0000
0000
0000
0000
0000
0000
0000
0000
0000
0000
0000
0000
0000
0000
0000
0000
0000
0000
0000
0000
0000
0000
0000
0000
0000
0000
0000
0000
0000
0000
0000
0000
0000
0000
0000
0000
0000
0000
0000
0000
0000
0000
0000
0000
0000
0000
0000
0000
0000
0000
0000
0000
0000
0000
0000
0000
0000
0000
0000
0000
0000
0000
0000
0000
0000
0000
0000
0000
0000
0000
0000
0000
0000
0000
0000
0000
0000
0000
0000
0000
0000
0000
0000
0000
0000
0000
0000
0000
0000
0000
0000
0000
0000
0000
0000
0000
0000
0000
0000
0000
0000
0000
0000
0000
0000
0000
0000
0000
0000
0000
0000
0000
0000
0000
0000
0000
0000
0000
0000
0000
0000
0000
0000
0000
0000
0000
0000
0000
0000
0000
0000
0000
0000
0000
0000
0000
0000
0000
0000
0000
0000
0000
0000
0000
0000
0000
0000
0000
0000
0000
0000
0000
0000
0000
0000
0000
0000
0000
0000
0000
0000
0000
0000
0000
0000
0000
0000
0000
0000
0000
0000
0000
0000
0000
0000
0000
0000
0000
0000
File: flow/run.sh
#!/bin/bash
# OpenROAD 26Q1-2900-gdf79404cd8, Yosys 0.63+post, stock flow scripts
make -C /OpenROAD-flow-scripts/flow DESIGN_CONFIG=/design/flow/config.mk WORK_HOME=/design/flow/orfs finish
==> results_dict.tcl <==
# implementation run metrics
set metrics [dict create \
    outcome "finished with violations" \
    violations "setup timing" \
    ys_cells 60 \
    multiInputGateArea_sq_um 508 \
    rows 22 \
    port_buffers 27 \
    whs_endpoint "grounds[0]" \
    fmax_mhz 390 \
    yosys_warnings 2 \
    ctsHoldBuffers 0 \
    ys.flops 6 \
    core_util_floorplan_pct 16.0 \
    cts_tree "yes" \
    utilization_pct 33.1 \
    min_path_type "register to register" \
    endpoint_kind "output port" \
    slowest_stage "dfxtp_4" \
    clockBufferDepth 2 \
    setup.worst_path.start_class "register" \
    ys_types 16 \
    grt_setup_unrepaired "yes" \
    wl_per_cell_um 12.4 \
    cts-buffers-inserted 3 \
    slew_headroom_pct 77.0 \
    warnings 34 \
    htree_levels 1 \
    drt_wl_total_mm 1.94 \
    timing.rr.start "count[0]" \
    grt_use_total_pct 5.61 \
    slowest_delay_ns 0.37 \
    peakVddDrop_v 0.000240 \
    yosysTopAreaCell "ha_1" \
    met1_usage_pct 6.78 \
    antenna_cells 0 \
    use_met3_pct 2.23 \
    whs_ns 0.348 \
    grt_max_degree 7 \
    layout-drive-gt1-share_pct 52.3 \
    yosys-stat-area_sq_um 583 \
    drc 0 \
    layout_setup_ws_ns -0.264 \
    core-area_sq_mm 0.00363 \
    globalplace.congestion 0.763 \
    antenna_found_initial 0 \
    worst_pin_slew_ns 0.346 \
    top_cell_area_share_pct 21.5 \
    dieArea_sq_mm 0.00656 \
    flop_area_sq_um 125 \
    crit_family "buffers and inverters" \
    grt_first_pass_wirelength_mm 3.04 \
    synthTopCellsByArea "ha_1 21%, dfxtp_1 21%, mux2i_1 19%" \
    rr_worst_depth 2 \
    cts.clk_slew.worst_paths_ns 0.04 \
    dr.pass1.iters 4 \
    post-route-period-util_pct 111 \
    dieHeight_um 81 \
    worstSkewPairLatency_ns 0.22 \
    synth_area_sq_um 583 \
    avgSynthCellArea_sq_um 9.72 \
    fin_skew_ns 0.00299 \
    leakage_nw 0.533 \
    io_pins 28 \
    drtIter0Drc 29 \
    syn2layout_area_growth_pct 106 \
    min_from "grounds[3]" \
    die_w_um 81 \
    hold_viol 0 \
    dp_hpwl_mm 1.40 \
    root_buffer "clkbuf_8" \
    r2r-end "count[1]" \
    clkSinkCount 6 \
    top_usage_layer "met2" \
    worstSetupPathType "register to output port" \
    layout_min_cycle_time_ns 2.56 \
    grtUsageMet2_pct 9.47 \
    path_cells "inv_4 -> ha_4 -> a222oi_1 -> mux2_4 -> inv_4 -> ha_4 -> buf_4 -> buf_4 -> o22ai_2 -> buf_2" \
    rrSetupSlack_ns 1.50 \
    vias 610 \
    required_ns 1.84 \
    ys_seq_share_pct 20.6 \
    antenna_left 0 \
    cap_violations 0 \
    slew_violations 0 \
    crit_buf_inv 5 \
    overflow 0 \
    setup_viol_count_final 7 \
    arrival_ns 2.10 \
    crit_path_max_fanout 6 \
    vias_per_cell 3.89 \
    p_per_area_mw_per_mm2 235 \
    grt_pass1_vias 711 \
    syn_inst 60 \
    fillers 376 \
    hold_depth 0 \
]
==> routing by layer <==
| layer | wire [um] | up-vias |
|---|---|---|
| met1 | 893 | 281 |
| li1 | - | 310 |
| met5 | 0 | - |
| met4 | 0 | 0 |
| met2 | 911 | 19 |
| met3 | 138 | 0 |
==> layout make-up <==
class / instances / area share (%)
Tap cell: 48 / 4.99
Timing Repair Buffer: 49 / 34.8
Sequential cell: 6 / 10.4
Inverter: 12 / 4.16
Clock buffer: 3 / 3.43
Multi-Input combinational cell: 39 / 42.2
==> repair_timing <==
| item | in CTS | in global routing |
|---|---|---|
| buffers inserted | 12 | 1 |
| pin swaps | 14 | 8 |
| setup endpoints to repair | 7 | 7 |
| hold endpoints to repair | 0 | 0 |
| gates resized | 61 | 5 |
==> flip-flops by register name, summed over array words and instances, names as in the netlist <==
signal / count
grounds: 4
count: 2
==> report_power, final <==
group          internal (mW)  switching, mW  leakage (nW)
registers              0.104              0        0.0496
logic                 0.0203        0.00564         0.461
clock network          0.112         0.0409        0.0216
==> kinds of logic after synthesis <==
group / count (synthesis) / share of synthesized area (%)
adder cells (fa/ha/maj): 10 / 21.5
flip-flops: 6 / 20.6
XOR/XNOR: 1 / 1.50
AND-OR/OR-AND: 9 / 13.3
multiplexers: 13 / 22.7
buffers and inverters: 15 / 12.9
AND/OR/NAND/NOR: 6 / 7.51
==> worst max path at each step <==
stage,start,endpoint,slack [ns],cells after the start
after CTS,count[0],display[2],-0.32,9
after global routing,count[0],display[1],-0.41,10
final,count[0],display[4],-0.26,10
==> layout by cell type, fill, tap and decap left out, drive strengths merged <==
master and instances:
ha 10, dlymetal6s2s 1, buf 29, mux2 2, clkdlybuf4s50 13, dfxtp 6
nor3b 2, inv 12, dlygate4sd2 6, nand2 3, a211oi 1, o22ai 4
clkbuf 3, mux2i 11, a222oi 4, xnor2 1, or2 1
==> Yosys cell counts (all sizes together) <==
cell / count
or2: 1
ha: 10
buf: 3
o22ai: 4
nor3b: 2
dfxtp: 6
mux2: 2
inv: 12
xnor2: 1
a211oi: 1
nand2: 3
a222oi: 4
mux2i: 11
==> through the flow <==
step	worst slack, ns	instance area, sq um	total power, mW	cells	TNS [ns]
floorplan	0.101	583	0.108	60	0
global placement	-0.753	958	0.136	142	-4.77
detailed placement	-0.757	958	0.136	142	-4.72
CTS	-0.315	1190	0.291	157	-1.84
global route	-0.412	1200	0.297	157	-2.62
finish	-0.264	1200	0.282	157	-1.59
Power is estimated from default activity; no workload was simulated.
